### design/flow/design.v
module safecrack_fsm_diagrama_final (
    input  logic        clk,
    input  logic        rst,
    input  logic        prog_sw,
    input  logic [3:0]  btn_n,
    output logic        led_green,
    output logic        led_red
);
    localparam int CLK_FREQ = 50_000_000;
    localparam int TIMEOUT_SECONDS = 10;
    localparam int TIMEOUT_MAX_CYCLES = CLK_FREQ * TIMEOUT_SECONDS;
    typedef enum logic [2:0] {
        S_IDLE, S_PROGRAM, S_INPUT, S_CHECK, S_UNLOCKED, S_LOCKED
    } state_t;
    state_t state, next_state;
    logic [3:0] password_reg[0:2];
    logic [3:0] attempt_reg[0:2];
    logic       password_set;
    logic [1:0] password_idx;
    logic [1:0] attempt_idx;
    logic [1:0] error_count;
    logic [31:0] timer_counter;
    logic [3:0] btn_s1, btn_s2, btn_s2_prev;
    logic       prog_sw_s1, prog_sw_s2, prog_sw_s2_prev;
    logic [3:0] btn_fall_edge;
    logic       prog_sw_fall_edge;
    always_ff @(posedge clk or posedge rst) begin
        if (rst) begin btn_s1 <= 4'hF; btn_s2 <= 4'hF; end
        else begin btn_s1 <= btn_n; btn_s2 <= btn_s1; end
    end
    always_ff @(posedge clk or posedge rst) begin
        if (rst) begin prog_sw_s1 <= 1'b0; prog_sw_s2 <= 1'b0; end
        else begin prog_sw_s1 <= prog_sw; prog_sw_s2 <= prog_sw_s1; end
    end
    always_ff @(posedge clk or posedge rst) begin
        if (rst) begin btn_s2_prev <= 4'hF; prog_sw_s2_prev <= 1'b0; end
        else begin btn_s2_prev <= btn_s2; prog_sw_s2_prev <= prog_sw_s2; end
    end
    assign btn_fall_edge = btn_s2_prev & ~btn_s2;
    assign prog_sw_fall_edge = prog_sw_s2_prev & ~prog_sw_s2;
    always_ff @(posedge clk or posedge rst) begin
        if (rst) state <= S_IDLE;
        else state <= next_state;
    end
    function automatic bit passwords_match;
        return (password_reg[0] == attempt_reg[0]) &&
               (password_reg[1] == attempt_reg[1]) &&
               (password_reg[2] == attempt_reg[2]);
    endfunction
    always_comb begin
        next_state = state;
        case (state)
            S_IDLE:
                if (prog_sw_s2 && !password_set) next_state = S_PROGRAM;
                else if (password_set && |btn_fall_edge) next_state = S_INPUT;
            S_PROGRAM:
                if (prog_sw_fall_edge) next_state = S_IDLE;
            S_INPUT:
                if (attempt_idx == 3) next_state = S_CHECK;
            S_CHECK:
                if (passwords_match()) next_state = S_UNLOCKED;
                else if (error_count + 1 >= 3) next_state = S_LOCKED;
                else next_state = S_IDLE;
            S_UNLOCKED:
                if (prog_sw_s2) next_state = S_PROGRAM;
                else if (timer_counter >= TIMEOUT_MAX_CYCLES - 1) next_state = S_IDLE;
            S_LOCKED:
                if (timer_counter >= TIMEOUT_MAX_CYCLES - 1) next_state = S_IDLE;
            default:
                next_state = S_IDLE;
        endcase
    end
    always_ff @(posedge clk or posedge rst) begin
        if (rst) begin
            password_set <= 1'b0;
            password_idx <= 0;
            attempt_idx  <= 0;
            error_count  <= 0;
            timer_counter <= 0;
        end else begin
            if (state != S_LOCKED && state != S_UNLOCKED) timer_counter <= 0;
            case (state)
                S_IDLE: begin
                    if (next_state == S_INPUT) begin
                        if      (btn_fall_edge[0]) attempt_reg[0] <= 4'd0;
                        else if (btn_fall_edge[1]) attempt_reg[0] <= 4'd1;
                        else if (btn_fall_edge[2]) attempt_reg[0] <= 4'd2;
                        else if (btn_fall_edge[3]) attempt_reg[0] <= 4'd3;
                        attempt_idx <= 1;
                    end else begin
                        attempt_idx <= 0;
                    end
                end
                S_PROGRAM: begin
                    if (!prog_sw_s2_prev) password_idx <= 0;
                    if (|btn_fall_edge && password_idx < 3) begin
                        if      (btn_fall_edge[0]) password_reg[password_idx] <= 4'd0;
                        else if (btn_fall_edge[1]) password_reg[password_idx] <= 4'd1;
                        else if (btn_fall_edge[2]) password_reg[password_idx] <= 4'd2;
                        else if (btn_fall_edge[3]) password_reg[password_idx] <= 4'd3;
                        password_idx <= password_idx + 1;
                    end
                    if (prog_sw_fall_edge && password_idx == 3) password_set <= 1'b1;
                end
                S_INPUT: begin
                    if (|btn_fall_edge && attempt_idx < 3) begin
                        if      (btn_fall_edge[0]) attempt_reg[attempt_idx] <= 4'd0;
                        else if (btn_fall_edge[1]) attempt_reg[attempt_idx] <= 4'd1;
                        else if (btn_fall_edge[2]) attempt_reg[attempt_idx] <= 4'd2;
                        else if (btn_fall_edge[3]) attempt_reg[attempt_idx] <= 4'd3;
                        attempt_idx <= attempt_idx + 1;
                    end
                end
                S_CHECK: begin
                    if (!passwords_match()) error_count <= error_count + 1;
                end
                S_UNLOCKED: begin
                    error_count <= 0;
                    attempt_idx <= 0;
                    timer_counter <= timer_counter + 1;
                end
                S_LOCKED: begin
                    timer_counter <= timer_counter + 1;
                    if (next_state == S_IDLE) begin
                        error_count <= 0;
                    end
                end
            endcase
        end
    end
    assign led_green = (state == S_UNLOCKED);
    assign led_red   = (state == S_LOCKED);
endmodule
### design/flow/run.sh
#!/bin/bash
# OpenROAD 26Q1-2900-gdf79404cd8, Yosys 0.63+post, stock flow scripts
make -C /OpenROAD-flow-scripts/flow DESIGN_CONFIG=/design/flow/config.mk WORK_HOME=/design/flow/orfs finish
### design/flow/config.mk
export PLATFORM = sky130hd
export DESIGN_NAME = safecrack_fsm_diagrama_final
export DESIGN_NICKNAME = safecrack_fsm_diagrama_final
export VERILOG_FILES = /design/flow/design.v
export SDC_FILE = /design/flow/constraint.sdc
export NUM_CORES = 4
export LEC_CHECK = 1
export CORE_UTILIZATION = 50
export SYNTH_HDL_FRONTEND = slang
### design/flow/constraint.sdc
current_design safecrack_fsm_diagrama_final

set clk_period 3.4
set clk_io_pct 0.2

create_clock -name clk0 -period $clk_period [get_ports {clk}]

set non_clock_inputs [all_inputs -no_clocks]
set_input_delay [expr $clk_period * $clk_io_pct] -clock clk0 $non_clock_inputs
set_output_delay [expr $clk_period * $clk_io_pct] -clock clk0 [all_outputs]
==> ci_impl_report.md <==
## PnR job results

| Metric | Value |
|---|---|
| Run status | `finished, final reports clean` |
| Clk slew on worst S/H paths | `0.07 ns` |
| Largest Register | `timer_counter` |
| CP endpoint kind | `register` |
| Fin crit share | `66.0%` |
| Mapped Area | `0.00342 mm2` |
| Chip Area | `0.00717 mm2` |
| Yosys warning total | `0` |
| Cell Count, Final, Fillers Out | `419` |
| Final ANT Viol Nets | `0` |
| Commonest cells post-synth | `dfrtp_1 (47), nor2_1 (36), nand3_1 (21), nand2_1 (20), xnor2_1 (17)` |
| Number of logged tool warnings | `29` |
| Initial DRC count | `138` |
| Drt wl/cell | `14.4 um` |
| Clk Latency, worst-skew pair | `0.34 ns` |
| Max Cap Viol | `0` |
| Number of enable flip-flop cells | `12` |
| Die Ht | `84.7 um` |
| Ys cells | `325` |
| Vias in the first global route | `2,232` |
| CTS Sinks | `72` |
| Syn Inst Count | `325` |
| Vias per cell | `5.55` |
| Clk_skew | `0.00875 ns` |
| Pin count of the biggest net entering global routing | `42` |
| DRT Wirelength | `6040 um` |
| Cell Area, Placed | `0.00357 mm2` |
| Area Overhead vs Synth | `10.3%` |
| Peak VDD IR | `0.318 mV` |
| Initial antenna violation count | `0` |
| Critical Path Source Type | `register` |
| Setup Fix Bufs, Post-CTS | `0` |
| Total track usage | `19.8%` |
| Fillers | `527` |
| Fmax | `446 MHz` |
| Worst endpoint data arrival time | `2.46 ns` |
| Fin area | `0.00377 mm2` |
| Initial DRT Pass Iterations | `4` |
| Gp weighted congestion | `0.822` |
| Slew at the pin closest to its max-slew limit | `0.701 ns` |
| First-pass GRT wire length | `10,700 um` |
| TritonCTS clock tree | `done` |
| DRC | `0` |
| DP HPWL | `4090 um` |
| Clk buf depth | `2` |
| Setup violators final | `0` |
| Placed Cells | `403` |
| Min cycle time layout | `2.24 ns` |
| RSZ-0062 raised after global routing | `no` |
| Hold Path Class | `register to register` |
| Synth top area share | `34.4%` |
| Hold Fails Final Rpt | `0` |
| Post-synthesis average cell area | `10.5 um2` |
| CORE AREA | `0.00646 mm2` |
| Cts-stage hold buffer count | `0` |
| Max reg flops | `32` |
| Fp util | `52.9%` |
| Worst-path fanout max | `9` |
| Pwr Density | `428 mW/mm2` |
| Final Max Tran Viols | `0` |
| Clock root buffer | `clkbuf_8` |
| Seq/Total Area, Yosys | `54.9%` |
| N_diodes | `0` |
| Crit Path Class | `register to register` |
| IO Count | `9` |
| PnR Total Power | `1610 uW` |
| Worst rel slew slack | `52.9%` |
| Worst EP required | `3.62 ns` |
| Post-synthesis chip area from yosys | `0.00342 mm2` |
| GRT overflow | `0` |
| Share of layout cells above drive strength 1 | `12.3%` |
| H-tree depth | `3` |
| Resized Gates After CTS | `0` |
| Ys flop type | `dfrtp_1` |
| Num CTS Buffers | `9` |
| Synth flops | `72` |
| Final Core Density | `58.4%` |
| Top-count cell post-synth | `dfrtp_1` |
| Yosys top cell by area | `dfrtp_1` |
| Post-synth area hogs | `dfrtp_1 (34%), edfxtp_1 (11%), dfstp_2 (10%)` |
| Vias | `2,326` |
| Lkg Pwr | `0.00156 uW` |
| Synth cell types | `47` |
| Setup total negative slack | `0 ns` |
| Num rows | `29` |
| Die width | `84.7 um` |
| Port Buf Inserts | `8` |
| Ys async rst share | `83.3%` |
routing by layer:
| layer | vias up | wire (um) | track usage [%] | part of all wire [%] |
|---|---|---|---|---|
| met1 | 1097 | 3160 | 34.9 | 52 |
| met5 | - | 0 | 0 | 0 |
| li1 | 1174 | - | - | - |
| met3 | 8 | 273 | 4.48 | 4.5 |
| met2 | 47 | 2510 | 27.9 | 41 |
| met4 | 0 | 99 | 2.31 | 1.6 |
cell type report:
cell class	count	area [um2]	share of cell area, %
clock buffers	10	138	3.65
clock inverters	6	67.6	1.79
inverters	12	45.0	1.19
multi-input cells	232	1450	38.5
flip-flops and latches	72	1880	49.8
well taps	77	96.3	2.55
repair buffers	10	95.1	2.52
kinds of logic (layout without fill, tap and decap cells):
kind of cell,count (synthesis),count (layout),share of synthesized area [%]
AOI/OAI and AO/OA,47,47,8.75
xor gates and xnor gates,32,32,8.20
adders and majority gates,8,8,2.93
buffers and inverters,21,38,2.63
DFF,72,72,54.9
muxes,1,1,0.329
and+or+nand+nor,144,144,22.2
where the power goes:
| part | internal, uW | total (uW) | switching, uW |
|---|---|---|---|
| clock network | 361 | 684 | 323 |
| registers | 888 | 892 | 3.89 |
| logic | 11.6 | 36.3 | 24.7 |
stage by stage:
step / worst slack (ns) / hold WS, ns
6_report: 1.16 / 0.351
2_1_floorplan: 0.904 / 0.331
3_3_place_gp: 1.04 / 0.334
5_1_grt: 0.929 / 0.343
3_5_place_dp: 1.00 / 0.335
4_1_cts: 1.13 / 0.347
final timing paths:
kind / from / to / slack [ns] / cells past startpoint
worst min register to register: prog_sw_s1$_DFF_PP0_ / prog_sw_s2$_DFF_PP0_ / 0.35 / 0
min in group asynchronous: rst / password_idx[1]$_DFFE_PP0P_ / 0.73 / 2
max in group asynchronous: rst / state[0]$_DFF_PP1_ / 1.79 / 3
worst min-delay path: prog_sw_s1$_DFF_PP0_ / prog_sw_s2$_DFF_PP0_ / 0.35 / 0
worst max register to register: state[1]$_DFF_PP0_ / timer_counter[29]$_DFFE_PP0P_ / 1.16 / 6
worst max-delay path: state[1]$_DFF_PP0_ / timer_counter[29]$_DFFE_PP0P_ / 1.16 / 6
worst max-delay path, stage by stage, from the launching register on:
cell and delay [ns]:
dfrtp_1 0.47, or3_4 0.45, or4_4 0.46, and4b_1 0.37, nand3_1 0.16, xor2_1 0.16, nor2_1 0.05
placed cells by master, fill, tap and decap left out, types with 8 or more instances in the layout:
cell type        instances
inv_1                   11
a21oi_1                 14
clkdlybuf4s50_1          8
nand2_1                 20
clkbuf_8                10
xor2_1                  15
xnor2_1                 17
dfstp_2                 13
nor2_1                  36
nand3_1                 21
dfrtp_1                 47
ha_1                     8
nor3_1                  14
edfxtp_1                12
o21ai_0                 16
nand4_1                  8
Power is estimated from default activity; no workload was simulated.
