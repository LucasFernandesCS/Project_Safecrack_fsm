$ cat design/flow/config.mk
export PLATFORM = sky130hd
export DESIGN_NAME = safecrackpro_beta_fsm
export DESIGN_NICKNAME = safecrackpro_beta_fsm
export VERILOG_FILES = /design/flow/design.v
export SDC_FILE = /design/flow/constraint.sdc
export NUM_CORES = 4
export LEC_CHECK = 1
export CORE_AREA = 10 10 70 70
export DIE_AREA = 0 0 80 80
export SYNTH_HDL_FRONTEND = slang
$ cat design/flow/run.sh
#!/bin/bash
# OpenROAD 26Q1-2900-gdf79404cd8, Yosys 0.63+post, stock flow scripts
make -C /OpenROAD-flow-scripts/flow DESIGN_CONFIG=/design/flow/config.mk WORK_HOME=/design/flow/orfs finish
$ cat design/flow/constraint.sdc
current_design safecrackpro_beta_fsm

set clk_period 1.0
set clk_io_pct 0.2

create_clock -name clk0 -period $clk_period [get_ports {clk}]

set non_clock_inputs [all_inputs -no_clocks]
set_input_delay [expr $clk_period * $clk_io_pct] -clock clk0 $non_clock_inputs
set_output_delay [expr $clk_period * $clk_io_pct] -clock clk0 [all_outputs]
$ cat design/flow/design.v
module safecrackpro_beta_fsm (
    input  logic       clk,
    input  logic       rst,
    input  logic [3:0] btn,         
    output logic       unlocked     
);
    typedef enum logic [3:0] { 
        S0 = 4'b0001,   
        S1 = 4'b0010,   
        S2 = 4'b0100,   
        S3 = 4'b1000   
    } state_t;
    state_t state, next;
    logic [3:0] passcode[2:0];
    always_ff @(posedge clk) begin
        if (rst) begin
            state <= S0;
            passcode[0] <= 4'b0111;
            passcode[1] <= 4'b1101;
            passcode[2] <= 4'b1101;
        end
        else begin
            state <= next;
        end
    end
    always_comb begin
        next = S0;  
        case (state)
            S0:    next = (btn == passcode[0]) ? S1 : S0;
            S1:    next = (btn == passcode[1]) ? S2 : S1;
            S2:    next = (btn == passcode[2]) ? S3 : S2;
            S3:    next = S3;
            default: next = S0;
        endcase
    end
    always_comb begin
        unlocked = (state == S3);
    end
endmodule
==> impl_metrics.py <==
# Generated from Yosys and OpenROAD reports
metrics = {
    "clocking": {
        "hold_buffers": 0,
        "htreeDepth": 1,
        "cts_setup_buffers": 0,
        "root_buffer": "clkbuf_4",
        "cts_buffer_depth": 2,
        "cts_buffers": 3,
        "clock_sinks": 4,
        "clk_latency_ns": 0.23,
        "cts.clk_slew.worst_paths_ns": 0.04,
        "cts_tree": "yes",
    },
    "synth": {
        "synthTopCellsByCount": "dfxtp_1, inv_1, nand2b_1, nand4b_1",
        "synth_top_cell_by_area": "dfxtp_1",
        "synth_area_um2": 179,
        "yosys_area_um2": 179,
        "ys_async_sr_fraction": 0,
        "syn_avg_cell_area_um2": 11.2,
        "synth_cell_type_count": 10,
        "yosysSeqAreaShare": 0.448,
        "yosys-top-cells-area": "dfxtp_1, nand4b_1, a2111oi_2",
        "most_common_cell": "dfxtp_1",
        "synthCells": 16,
        "flop_cell": "dfxtp_1",
        "yosysCellCount": 16,
        "ys_ff": 4,
        "ys_warn_count": 0,
        "netlist.area_leader.share": 0.448,
        "edf_count": 0,
    },
    "detailed_routing": {
        "n_antenna_cell": 0,
        "routed_wl_um": 518,
        "antenna_left": 0,
        "viasPerCell": 2.33,
        "drt_iter0_drc": 4,
        "firstDrtPassIters": 4,
        "wire_per_inst_um": 7.19,
        "num_vias": 168,
        "drc": 0,
    },
    "min_path": {
        "hold_end": "state[3]",
        "worstHoldStart": "btn[3]",
        "hold_path_class": "input port to register",
        "worstHoldPathCells": 3,
    },
    "sta": {
        "relSlewSlack": 0.814,
        "hold_violations": 0,
        "tightest_slew_ns": 0.276,
        "fmax_ghz": 1.09,
        "period_needed_ns": 0.917,
        "layout_setup_ws_ns": 0.0832,
        "clock_skew_ns": 0.00286,
        "setup-violations-final": 0,
        "rsz0062_at_grt": "false",
        "final_max_slew_viol_count": 0,
        "period_used_share": 0.917,
    },
    "global_route": {
        "overflow": 0,
        "grt_pass1_vias": 180,
        "grt_pass1_wl_um": 910,
        "grt_usage": 0.0197,
        "antenna_found_initial": 0,
        "grt_max_degree": 6,
    },
    "final_layout": {
        "instances_no_fill": 72,
        "largest_reg_flops": 4,
        "largestRegisters": "state (4)",
        "area_growth_pct": 83.9,
        "largest-register": "state",
        "n_fill_cell": 402,
        "drive_gt1_frac": 0.269,
    },
    "floorplan": {
        "die_h_um": 80,
        "core_um2": 3420,
        "die_area_um2": 6400,
        "fp_util": 0.0524,
        "die_w_um": 80,
        "rows": 21,
        "boundaryPins": 7,
    },
    "worst_setup_path": {
        "crit_fanout": 5,
        "cp.arrival_ns": 1.02,
        "worstSetupStartpointType": "input port",
        "worst-r2r-setup-slack_ns": 0.14,
        "reg2regPathDepth": 2,
        "critical_path_class": "input port to register",
        "r2r_end": "state[3]",
        "worstReg2RegStart": "state[0]",
        "end_kind": "register",
        "path_cells": "clkdlybuf4s50_1, nand2b_1, o22ai_1",
        "cp_data_required_time_ns": 1.11,
        "slowest_stage": "clkdlybuf4s50_1",
        "cp_slowest_stage_delay_ns": 0.59,
    },
    "placed_design": {
        "dp_hpwl_um": 386,
        "dpl_worst_slack_ns": -0.385,
        "io_buffers": 6,
        "gp_congestion": 0.745,
        "dp_cells": 69,
    },
    "flow_run": {
        "warning_count": 25,
        "max_cap_viol_count": 0,
    },
    "power": {
        "p_leak_nw": 0.0973,
        "p_per_area_nw_per_um2": 1230,
        "irDropWorstVdd_uv": 293,
    },
    "status": {
        "status": "complete, no violations",
    },
}
cell type report:
class / instances / area [µm²] / share of cell area
clock buffer: 3 / 22.5 / 0.0684
inverter: 2 / 7.51 / 0.0228
multi-input combinational: 10 / 104 / 0.316
sequential: 4 / 80.1 / 0.243
tap: 46 / 57.6 / 0.175
timing repair buffer: 7 / 57.6 / 0.175
layout by cell type, fill, tap and decap left out:
cell type        count
dlygate4sd2_1        4
dfxtp_1              4
clkbuf_4             3
inv_1                2
nand4b_1             2
nand2b_1             2
o22ai_1              1
and4b_4              1
mux2i_1              1
a41oi_1              1
a2111oi_4            1
a21o_1               1
clkdlybuf4s50_1      1
clkbuf_2             1
buf_4                1
where the power goes:
| part | leakage (nW) | internal, mW | total (mW) | switching [mW] |
|---|---|---|---|---|
| Sequential | 0.0324 | 0.163 | 0.165 | 0.00148 |
| Combinational | 0.0512 | 0.0240 | 0.0426 | 0.0186 |
| Clock | 0.0138 | 0.134 | 0.199 | 0.0647 |
| Total | 0.0973 | 0.321 | 0.406 | 0.0848 |
through the flow:
step / TNS (ns) / utilization / hold slack [ns] / instance area (µm²) / total power [mW]
final: 0 / 0.0963 / 0.429 / 329 / 0.406
after global routing: 0 / 0.0963 / 0.457 / 329 / 0.448
after CTS: 0 / 0.0978 / 0.422 / 334 / 0.415
after detailed placement: -1.04 / 0.0890 / 0.442 / 304 / 0.211
after global placement: -0.969 / 0.0890 / 0.438 / 304 / 0.209
after floorplan: 0 / - / 0.269 / 179 / 0.179
worst max-delay path, delay by kind of cell:
family	cells	cell delay (ns)
buffers and inverters	1	0.59
AND/OR/NAND/NOR	1	0.16
AND-OR/OR-AND	1	0.07
timing repair:
action,CTS,global route
gates resized,7,1
setup endpoints to repair,3,1
cloned,0,0
kinds of logic after synthesis:
logic type | after synthesis | synth area share
simple gates | 5 | 0.245
buf+inv | 2 | 0.0420
mux | 1 | 0.0559
compound gates | 4 | 0.210
flops | 4 | 0.448
per-layer routing:
layer | global-route usage | wire length, µm | part of all wire | up-vias
met5 | 0 | 0 | 0 | -
met4 | 0.00176 | 0 | 0 | 0
met3 | 0.0375 | 176 | 0.34 | 0
met2 | 0.0177 | 128 | 0.25 | 12
met1 | 0.0193 | 213 | 0.41 | 74
li1 | - | - | - | 82
how the worst max path moves through the flow:
stage        start  endpoint  slack, ns
6_report       rst  state[1]       0.08
5_1_grt        rst  state[2]       0.03
4_1_cts   state[1]  unlocked       0.03
Power and IR drop assume default switching activity.
